### flow/run.sh
#!/bin/bash
# OpenROAD 26Q1-2900-gdf79404cd8, Yosys 0.63+post, stock flow scripts
make -C /OpenROAD-flow-scripts/flow DESIGN_CONFIG=/design/flow/config.mk WORK_HOME=/design/flow/orfs finish
### flow/config.mk
export PLATFORM = sky130hd
export DESIGN_NAME = traffic_light
export DESIGN_NICKNAME = traffic_light
export VERILOG_FILES = /design/flow/design.v
export SDC_FILE = /design/flow/constraint.sdc
export NUM_CORES = 4
export LEC_CHECK = 1
export CORE_AREA = 10 10 77 77
export DIE_AREA = 0 0 87 87
### flow/constraint.sdc
current_design traffic_light

set clk_period 2.0
set clk_io_pct 0.2

create_clock -name clk0 -period $clk_period [get_ports {Clk}]

set non_clock_inputs [all_inputs -no_clocks]
set_input_delay [expr $clk_period * $clk_io_pct] -clock clk0 $non_clock_inputs
set_output_delay [expr $clk_period * $clk_io_pct] -clock clk0 [all_outputs]
### flow/design.v
module traffic_light(Clk,Reset,w,N_G,N_Y,N_R,S_G,S_Y,S_R,E_G,E_Y,E_R,W_G,W_Y,W_R,P1_G,P1_Y,P1_R,P2_G,P2_Y,P2_R,P3_G,P3_Y,P3_R,
                   P4_G,P4_Y,P4_R,P5_G,P5_Y,P5_R,P6_G,P6_Y,P6_R,P7_G,P7_Y,P7_R,P8_G,P8_Y,P8_R);
          input Clk,Reset,w;
          output reg N_G,N_Y,N_R,S_G,S_Y,S_R,E_G,E_Y,E_R,W_G,W_Y,W_R;
          output reg P1_G,P1_Y,P1_R,P2_G,P2_Y,P2_R,P3_G,P3_Y,P3_R,P4_G,P4_Y,P4_R,P5_G,P5_Y,P5_R,P6_G,P6_Y,P6_R,P7_G,P7_Y,P7_R,P8_G,P8_Y,P8_R;
          reg [3:1] y,Y;
          parameter [3:1] A=3'b000,B=3'b001,C=3'b010,D=3'b011,E=3'b100,F=3'b101,G=3'b110,H=3'b111;
          always @(w,y)
          begin
              case(y)
                A: if(w)
                   begin
                      N_G=1;N_Y=0;N_R=0;S_G=0;S_Y=0;S_R=1;E_G=0;E_Y=0;E_R=1;W_G=0;W_Y=0;W_R=1;
                      P1_G=1;P1_Y=0;P1_R=0;P2_G=1;P2_Y=0;P2_R=0;P3_G=0;P3_Y=0;P3_R=1;P4_G=1;P4_Y=0;P4_R=0;
                      P5_G=1;P5_Y=0;P5_R=0;P6_G=0;P6_Y=0;P6_R=1;P7_G=0;P7_Y=0;P7_R=1;P8_G=0;P8_Y=0;P8_R=1;
                      Y=B;
                   end
                   else
                   begin
                      N_G=1;N_Y=0;N_R=0;S_G=0;S_Y=0;S_R=1;E_G=0;E_Y=0;E_R=1;W_G=0;W_Y=0;W_R=1;
                      P1_G=1;P1_Y=0;P1_R=0;P2_G=1;P2_Y=0;P2_R=0;P3_G=0;P3_Y=0;P3_R=1;P4_G=1;P4_Y=0;P4_R=0;
                      P5_G=1;P5_Y=0;P5_R=0;P6_G=0;P6_Y=0;P6_R=1;P7_G=0;P7_Y=0;P7_R=1;P8_G=0;P8_Y=0;P8_R=1;
                      Y=A;
                   end
                B: if(w)
                   begin
                       N_G=0;N_Y=1;N_R=0;S_G=0;S_Y=0;S_R=1;E_G=0;E_Y=0;E_R=1;W_G=0;W_Y=0;W_R=1;
                       P1_G=0;P1_Y=1;P1_R=0;P2_G=0;P2_Y=1;P2_R=0;P3_G=0;P3_Y=0;P3_R=1;P4_G=0;P4_Y=1;P4_R=0;
                       P5_G=0;P5_Y=1;P5_R=0;P6_G=0;P6_Y=0;P6_R=1;P7_G=0;P7_Y=0;P7_R=1;P8_G=0;P8_Y=0;P8_R=1;
                       Y=B;
                   end
                   else
                   begin
                     N_G=0;N_Y=1;N_R=0;S_G=0;S_Y=0;S_R=1;E_G=0;E_Y=0;E_R=1;W_G=0;W_Y=0;W_R=1;
                      P1_G=0;P1_Y=1;P1_R=0;P2_G=0;P2_Y=1;P2_R=0;P3_G=0;P3_Y=0;P3_R=1;P4_G=0;P4_Y=1;P4_R=0;
                      P5_G=0;P5_Y=1;P5_R=0;P6_G=0;P6_Y=0;P6_R=1;P7_G=0;P7_Y=0;P7_R=1;P8_G=0;P8_Y=0;P8_R=1;
                     Y=C;
                   end
                C:  if(w)
                   begin
                       N_G=0;N_Y=0;N_R=1;S_G=0;S_Y=0;S_R=1;E_G=1;E_Y=0;E_R=0;W_G=0;W_Y=0;W_R=1;
                       P1_G=1;P1_Y=0;P1_R=0;P2_G=0;P2_Y=0;P2_R=1;P3_G=0;P3_Y=0;P3_R=1;P4_G=0;P4_Y=0;P4_R=1;
                       P5_G=1;P5_Y=0;P5_R=0;P6_G=1;P6_Y=0;P6_R=0;P7_G=1;P7_Y=0;P7_R=0;P8_G=0;P8_Y=0;P8_R=1;
                       Y=D;
                   end
                   else
                   begin
                      N_G=0;N_Y=0;N_R=1;S_G=0;S_Y=0;S_R=1;E_G=1;E_Y=0;E_R=0;W_G=0;W_Y=0;W_R=1;
                      P1_G=1;P1_Y=0;P1_R=0;P2_G=0;P2_Y=0;P2_R=1;P3_G=0;P3_Y=0;P3_R=1;P4_G=0;P4_Y=0;P4_R=1;
                      P5_G=1;P5_Y=0;P5_R=0;P6_G=1;P6_Y=0;P6_R=0;P7_G=1;P7_Y=0;P7_R=0;P8_G=0;P8_Y=0;P8_R=1;
                      Y=C;
                   end
                D:   if(w)
                   begin
                       N_G=0;N_Y=0;N_R=1;S_G=0;S_Y=0;S_R=1;E_G=0;E_Y=1;E_R=0;W_G=0;W_Y=0;W_R=1;
                       P1_G=0;P1_Y=1;P1_R=0;P2_G=0;P2_Y=0;P2_R=1;P3_G=0;P3_Y=0;P3_R=1;P4_G=0;P4_Y=0;P4_R=1;
                       P5_G=0;P5_Y=1;P5_R=0;P6_G=0;P6_Y=1;P6_R=0;P7_G=0;P7_Y=1;P7_R=0;P8_G=0;P8_Y=0;P8_R=1;
                       Y=D;
                   end
                   else
                   begin
                       N_G=0;N_Y=0;N_R=1;S_G=0;S_Y=0;S_R=1;E_G=0;E_Y=1;E_R=0;W_G=0;W_Y=0;W_R=1;
                       P1_G=0;P1_Y=1;P1_R=0;P2_G=0;P2_Y=0;P2_R=1;P3_G=0;P3_Y=0;P3_R=1;P4_G=0;P4_Y=0;P4_R=1;
                       P5_G=0;P5_Y=1;P5_R=0;P6_G=0;P6_Y=1;P6_R=0;P7_G=0;P7_Y=1;P7_R=0;P8_G=0;P8_Y=0;P8_R=1;
                       Y=E;
                   end
                E:   if(w)
                   begin
                       N_G=0;N_Y=0;N_R=1;S_G=1;S_Y=0;S_R=0;E_G=0;E_Y=0;E_R=1;W_G=0;W_Y=0;W_R=1;
                       P1_G=0;P1_Y=0;P1_R=1;P2_G=0;P2_Y=0;P2_R=1;P3_G=0;P3_Y=0;P3_R=1;P4_G=1;P4_Y=0;P4_R=0;
                       P5_G=1;P5_Y=0;P5_R=0;P6_G=0;P6_Y=0;P6_R=1;P7_G=1;P7_Y=0;P7_R=0;P8_G=1;P8_Y=0;P8_R=0;
                       Y=F;
                   end
                   else
                   begin
                       N_G=0;N_Y=0;N_R=1;S_G=1;S_Y=0;S_R=0;E_G=0;E_Y=0;E_R=1;W_G=0;W_Y=0;W_R=1;
                       P1_G=0;P1_Y=0;P1_R=1;P2_G=0;P2_Y=0;P2_R=1;P3_G=0;P3_Y=0;P3_R=1;P4_G=1;P4_Y=0;P4_R=0;
                       P5_G=1;P5_Y=0;P5_R=0;P6_G=0;P6_Y=0;P6_R=1;P7_G=1;P7_Y=0;P7_R=0;P8_G=1;P8_Y=0;P8_R=0;
                       Y=E;
                   end
                F:   if(w)
                   begin
                       N_G=0;N_Y=0;N_R=1;S_G=0;S_Y=1;S_R=0;E_G=0;E_Y=0;E_R=1;W_G=0;W_Y=0;W_R=1;
                       P1_G=0;P1_Y=0;P1_R=1;P2_G=0;P2_Y=0;P2_R=1;P3_G=0;P3_Y=0;P3_R=1;P4_G=0;P4_Y=1;P4_R=0;
                       P5_G=0;P5_Y=1;P5_R=0;P6_G=0;P6_Y=0;P6_R=1;P7_G=0;P7_Y=1;P7_R=0;P8_G=0;P8_Y=1;P8_R=0;
                       Y=F;
                   end
                   else
                   begin
                       N_G=0;N_Y=0;N_R=1;S_G=0;S_Y=1;S_R=0;E_G=0;E_Y=0;E_R=1;W_G=0;W_Y=0;W_R=1;
                       P1_G=0;P1_Y=0;P1_R=1;P2_G=0;P2_Y=0;P2_R=1;P3_G=0;P3_Y=0;P3_R=1;P4_G=0;P4_Y=1;P4_R=0;
                       P5_G=0;P5_Y=1;P5_R=0;P6_G=0;P6_Y=0;P6_R=1;P7_G=0;P7_Y=1;P7_R=0;P8_G=0;P8_Y=1;P8_R=0;
                       Y=G;
                   end
               G:   if(w)
                   begin
                       N_G=0;N_Y=0;N_R=1;S_G=0;S_Y=0;S_R=1;E_G=0;E_Y=0;E_R=1;W_G=1;W_Y=0;W_R=0;
                       P1_G=1;P1_Y=0;P1_R=0;P2_G=0;P2_Y=0;P2_R=1;P3_G=1;P3_Y=0;P3_R=0;P4_G=1;P4_Y=0;P4_R=0;
                       P5_G=0;P5_Y=0;P5_R=1;P6_G=0;P6_Y=0;P6_R=1;P7_G=1;P7_Y=0;P7_R=0;P8_G=0;P8_Y=0;P8_R=1;
                       Y=H;
                   end
                   else
                   begin
                       N_G=0;N_Y=0;N_R=1;S_G=0;S_Y=0;S_R=1;E_G=0;E_Y=0;E_R=1;W_G=1;W_Y=0;W_R=0;
                       P1_G=1;P1_Y=0;P1_R=0;P2_G=0;P2_Y=0;P2_R=1;P3_G=1;P3_Y=0;P3_R=0;P4_G=1;P4_Y=0;P4_R=0;
                       P5_G=0;P5_Y=0;P5_R=1;P6_G=0;P6_Y=0;P6_R=1;P7_G=1;P7_Y=0;P7_R=0;P8_G=0;P8_Y=0;P8_R=1;
                       Y=G;
                   end
               H:   if(w)
                   begin
                       N_G=0;N_Y=0;N_R=1;S_G=0;S_Y=0;S_R=1;E_G=0;E_Y=0;E_R=1;W_G=0;W_Y=1;W_R=0;
                       P1_G=0;P1_Y=1;P1_R=0;P2_G=0;P2_Y=0;P2_R=1;P3_G=0;P3_Y=1;P3_R=0;P4_G=0;P4_Y=1;P4_R=0;
                       P5_G=0;P5_Y=0;P5_R=1;P6_G=0;P6_Y=0;P6_R=1;P7_G=0;P7_Y=1;P7_R=0;P8_G=0;P8_Y=0;P8_R=1;
                       Y=H;
                   end
                   else
                   begin
                       N_G=0;N_Y=0;N_R=1;S_G=0;S_Y=0;S_R=1;E_G=0;E_Y=0;E_R=1;W_G=0;W_Y=1;W_R=0;
                       P1_G=0;P1_Y=1;P1_R=0;P2_G=0;P2_Y=0;P2_R=1;P3_G=0;P3_Y=1;P3_R=0;P4_G=0;P4_Y=1;P4_R=0;
                       P5_G=0;P5_Y=0;P5_R=1;P6_G=0;P6_Y=0;P6_R=1;P7_G=0;P7_Y=1;P7_R=0;P8_G=0;P8_Y=0;P8_R=1;
                       Y=A;
                   end
              endcase
          end
          always @(posedge Reset or posedge Clk)
          begin
              if(Reset==1) y<=A;
              else y<=Y;
          end
endmodule
==> run summary <==
first-pass GRT wire length: 3370 µm
flops & latches, synth: 8
critical-path maximum fanout: 4
Top-area cell share: 30.6%
Placed Cells: 151
leading area contributor after synthesis: dfrtp_1
pin count of the biggest net entering global routing: 11
Reg area: 201 µm²
Detailed Route WL: 2100 µm
Max Clk Rate: 467 MHz
I/O pin count: 39
CTS Hold Bufs: 0
# DRC: 0
all-layer global routing usage: 5.20%
Final min period: 2.14 ns
worst skew pair latency: 0.23 ns
antenna violations before repair: 0
Post-DP Area: 1000 µm²
CP startpoint kind: flop
Mapped Area: 573 µm²
vias in the first global route: 687
critical path class: reg2out
crit path DRT: 1.60 ns
CTS root buffer: clkbuf_8
Cell Type Count: 19
# H-tree levels: 1
core area: 4350 µm²
Pre-antenna DRT Iters: 4
Final Non-Filler Cells: 175
hold slack: 0.409 ns
Die ar.: 7570 µm²
PortBufs: 38
wire per inst: 12.0 µm
result of the run: finished, violations left
dpl ws: -0.163 ns
chip width: 87 µm
violated checks: setup timing
fp_density: 13.2%
RSZ-0062 raised after global routing: yes
max reg flops: 8
Final Max Slew Viols: 0
via count: 681
Die Span Y: 87 µm
Setup WS post-layout: -0.141 ns
Logic area: 349 µm²
leakage power: 0.644 nW
n_diodes: 0
CTS tree: yes
chip area in the Yosys report: 573 µm²
layout cells sized above 1: 64.2%
fin area: 1270 µm²
Area growth, synth to finish: 122%
biggest regs: y x8
Pwr Density: 943 nW/µm²
VDD IR max: 199 µV
Post-Syn Area per Cell: 8.82 µm²
grt total ovfl: 0
Worst EP arrival: 1.74 ns
synth warn: 1
DR iter-0 viols: 15
worst slew pin tran: 0.283 ns
FP Rows: 24
setup TNS: -1.61 ns
Final HPWL DP: 1500 µm
Rel. slew slack: 81.1%
worst min path class: in2async
clock sink count: 8
final worst-path cycle share: 107%
Clock Skew: 0.00332 ns
final hold vios: 0
biggest area cells: dfrtp_1, buf_4, nor2_1, nor4_2, or4_1
Cells after Synth: 65
Tool Warnings: 27
Seq share, synth: 35.2%
Routed Antenna Nets: 0
Worst-path clk slew: 0.04 ns
Num CTS Buffers: 3
Fillers: 426
Critical Path End Type: output pin
maxcap violations: 0
# Cells Yosys: 65
clk buf depth: 2
Setup Viol. Count Final: 16
GPL Wtd Cong: 0.793
Biggest register: y
Via density: 3.89
==> final timing paths <==
path / to / cells after the start / startpoint / slack (ns)
setup / recovery: W_G / 5 / y[6] / -0.14
hold / removal: y[7] / 2 / Reset / 0.41
setup reg to reg: y[7] / 5 / y[7] / 0.94
hold reg to reg: y[0] / 3 / y[0] / 0.65
max in group asynchronous: y[0] / 2 / Reset / 1.31
min in group clk0: y[0] / 3 / y[0] / 0.65
==> area by class of cell <==
class                           instances  share of cell area [%]
Clock buffer                            4                    3.54
Inverter                                2                   0.589
Multi-Input combinational cell         37                    27.4
Sequential cell                         8                    15.8
Tap cell                               52                    5.11
Timing Repair Buffer                   72                    47.5
==> routing by layer <==
metal	up-vias	routed length, µm	global-route usage (%)	part of all wire (%)
li1	326	-	-	-
met1	320	828	5.83	39
met2	33	973	9.06	46
met3	2	258	1.79	12
met4	0	36	1.47	1.7
met5	-	0	0	0
==> critical path, stage by stage (launching register included) <==
cell	delay (ns)
dfrtp_1	0.38
or4_4	0.59
buf_4	0.16
buf_6	0.11
nor4_4	0.13
buf_2	0.14
==> synthesized netlist by cell type (all sizes together) <==
| cell | number |
|---|---|
| and2 | 1 |
| buf | 14 |
| clkbuf | 4 |
| dfrtp | 7 |
| dfstp | 1 |
| inv | 2 |
| nand2 | 1 |
| nor2 | 15 |
| nor2b | 1 |
| nor3 | 2 |
| nor4 | 7 |
| o21a | 3 |
| or3 | 3 |
| or4 | 4 |
==> what timing repair did <==
action                     in CTS  in global routing
setup endpoints to repair      33                 29
setup buffers                  15                  9
cloned                          0                  0
pin swaps                       4                  9
resized                        98                 22
==> power by group <==
group	switching, W	internal [W]	leakage, nW
logic	0.000268	0.000546	0.516
clock network	0.0000591	0.000138	0.0228
registers	0.0000101	0.000179	0.106
==> placed cells by master (no fill, tap or decap) <==
cell / count
inv_1: 2
dlymetal6s2s_1: 3
buf_6: 20
and2_1: 1
clkbuf_2: 3
nor4_1: 1
or3_4: 3
clkdlybuf4s50_1: 8
nor3_2: 2
dfrtp_1: 7
nand2_1: 1
nor2_1: 11
buf_4: 15
buf_2: 18
dlygate4sd2_1: 4
or4_4: 4
clkdlybuf4s15_1: 1
o21a_1: 3
nor4_2: 1
clkbuf_8: 3
clkbuf_1: 1
dfstp_2: 1
nor4_4: 5
nor2_4: 4
nor2b_1: 1
==> kinds of logic (layout without fill, tap and decap cells) <==
| kind of cell | count (synthesis) | count (layout) | synth area share [%] |
|---|---|---|---|
| AOI/OAI and AO/OA | 3 | 3 | 3.93 |
| buffers and inverters | 20 | 78 | 22.5 |
| DFF | 8 | 8 | 35.2 |
| and+or+nand+nor | 34 | 34 | 38.4 |
==> stage by stage <==
| stage | utilization (%) | power, W |
|---|---|---|
| after detailed placement | 23.0 | 0.000906 |
| after global routing | 29.3 | 0.00131 |
| final | 29.3 | 0.00120 |
| after CTS | 27.6 | 0.00118 |
| after global placement | 23.0 | 0.000904 |
| after floorplan | - | 0.000461 |
Power is estimated from default activity; no workload was simulated.
